**flow/design.v**
```verilog
module mlp_comparator(
	input clk,
	input mlp_done,
	input logic [26:0]  data_0,
	input logic [26:0]  data_1,
	input logic  [26:0]  data_2,
	input logic [26:0]  data_3,
	input logic [26:0]  data_4,
	input logic [26:0]  data_5,
	input logic  [26:0]  data_6,
	input logic [26:0]  data_7,
	input logic  [26:0]  data_8,
	input  logic [26:0]  data_9,
	output logic [3:0] hex_in
);	
	logic signed [26:0] comp_result_00, comp_result_01, comp_result_02, comp_result_03, comp_result_04;
	max comp00 (.a(data_0), .b(data_1), .out(comp_result_00));
	max comp01 (.a(data_2), .b(data_3), .out(comp_result_01));
	max comp02 (.a(data_4), .b(data_5), .out(comp_result_02));
	max comp03 (.a(data_6), .b(data_7), .out(comp_result_03));
	max comp04 (.a(data_8), .b(data_9), .out(comp_result_04));
	logic signed [26:0] comp_result_10, comp_result_11;
	max comp10 (.a(comp_result_00), .b(comp_result_01), .out(comp_result_10));
	max comp11 (.a(comp_result_02), .b(comp_result_03), .out(comp_result_11));
	logic signed [26:0] comp_result_20;
	max comp20 (.a(comp_result_10), .b(comp_result_11), .out(comp_result_20));
	logic signed [26:0] max_value;
	max comp30 (.a(comp_result_20), .b(comp_result_04), .out(max_value));
	always_comb begin
		if(!mlp_done) hex_in = 'hf;
		else if(max_value == data_0) hex_in = 4'd0;
		else if(max_value == data_1) hex_in = 4'd1;
		else if(max_value == data_2) hex_in = 4'd2;
		else if(max_value == data_3) hex_in = 4'd3;
		else if(max_value == data_4) hex_in = 4'd4;
		else if(max_value == data_5) hex_in = 4'd5;
		else if(max_value == data_6) hex_in = 4'd6;
		else if(max_value == data_7) hex_in = 4'd7;
		else if(max_value == data_8) hex_in = 4'd8;
		else if(max_value == data_9) hex_in = 4'd9;
		else hex_in = 4'hf;
	end
endmodule
module max (input [26:0]  a, 
            input [26:0]  b, 
            output reg [26:0]   out);
  always @(*) begin
    if ($signed(a)>$signed(b))
      out = a;
    else
      out = b;
  end
endmodule
```
**flow/run.sh**
```bash
#!/bin/bash
# OpenROAD 26Q1-2900-gdf79404cd8, Yosys 0.63+post, stock flow scripts
make -C /OpenROAD-flow-scripts/flow DESIGN_CONFIG=/design/flow/config.mk WORK_HOME=/design/flow/orfs finish
```
**flow/config.mk**
```make
export PLATFORM = sky130hd
export DESIGN_NAME = mlp_comparator
export DESIGN_NICKNAME = mlp_comparator
export VERILOG_FILES = /design/flow/design.v
export SDC_FILE = /design/flow/constraint.sdc
export NUM_CORES = 4
export LEC_CHECK = 1
export CORE_UTILIZATION = 40
```
**flow/constraint.sdc**
```tcl
current_design mlp_comparator

set clk_period 38.3
set clk_io_pct 0.2

create_clock -name clk0 -period $clk_period

set non_clock_inputs [all_inputs -no_clocks]
set_input_delay [expr $clk_period * $clk_io_pct] -clock clk0 $non_clock_inputs
set_output_delay [expr $clk_period * $clk_io_pct] -clock clk0 [all_outputs]
```
==> flow_summary.rst <==
Flow metrics
------------

.. list-table::
   :header-rows: 1

   * - Metric
     - Value
   * - GR peak layer
     - met2
   * - Max-slew violations
     - 0
   * - Number of standard cells in the layout, taps in and fillers out
     - about 3500
   * - Number of warnings printed during yosys synthesis
     - 2
   * - Max incr delay on CP
     - between 800 and 900 ps
   * - Class of the most critical hold timing path
     - primary input to primary output
   * - Flop Count
     - 0
   * - IO Count
     - 276
   * - Slowest CP cell
     - sky130_fd_sc_hd__ha_4
   * - Chip area line of the yosys report
     - between 15000 and 20000 µm²
   * - Post-synthesis cell count
     - between 2000 and 3000
   * - Worst IR drop on VDD
     - 0.148 mV
   * - Global routing met1 resource utilization
     - ~65%
   * - Fraction of power spent switching nets
     - about two thirds
   * - Post-layout util
     - around 50%
   * - Library cells used by synthesis
     - 95
   * - Total wire length
     - ~120000 µm
   * - Worst path arrival time
     - about 26000 ps
   * - Req. time, crit path
     - between 30000 and 40000 ps
   * - Fraction of the cycle the final worst path needs
     - ~89%
   * - Synthesized area per cell
     - a little under 7 µm²
   * - Die Ht
     - approximately 210 µm
   * - Number of warnings in the stage logs
     - 33
   * - First DRT Iteration DRCs
     - roughly 3500
   * - Net Switching
     - 2.99 mW
   * - Placed Instances
     - ~3400
   * - Internal power of the cells
     - between 1 and 1.5 mW
   * - Number of antenna violations at the first check in global routing
     - 1
   * - Final non-filler cell area
     - between 20000 and 25000 µm²
   * - Core region area
     - 43500 µm²
   * - Actual slew at the worst max-slew pin
     - approximately 1500 ps
   * - Detail Route Antenna Nets
     - 0
   * - CP Class
     - primary input to primary output
   * - Area of all sequential standard cells
     - 0 µm²
   * - Max capacitance violation total
     - 0
   * - Met3 Resource Use GR
     - 29.2%
   * - Maximum clock frequency
     - 0.0294 GHz
   * - Via/cell ratio
     - slightly below 7
   * - Critical-path maximum fanout
     - 60
   * - Post-CTS sizing
     - 0
   * - Min cycle time layout
     - 34030 ps
   * - Number of search-and-repair iterations in the first detailed-routing pass
     - 7
   * - Setup-failing EPs final
     - 0
   * - Total of hold buffers inserted after clock tree synthesis
     - 0
   * - Post-synthesis cell count from yosys
     - 2595
   * - Residual DRC
     - 0
   * - Power density over cell area
     - slightly above 200 nW/µm²
   * - Layout clock buffers
     - 0
   * - Via count
     - 23700
   * - All-layer global routing usage
     - a little over half
   * - Tightest slew margin relative to the limit
     - under 10%
   * - Effective utilization at floorplan
     - 41.0%
   * - Detail-routed net length per standard cell
     - about 34 µm
   * - Layout cell share with drive strength beyond 1
     - 6.91%
   * - HPWL Detailed
     - 94100 µm
   * - Area Growth Syn to Fin
     - 22.3%
   * - Row cnt
     - 76
   * - Pin count of the biggest net entering global routing
     - around 61
   * - Kind of start point of the critical path
     - primary input
   * - Total die size
     - between 40000 and 50000 µm²
   * - Met2 layer usage reported by global route
     - between 60% and 70%
   * - Most repeated library cell on the critical path
     - sky130_fd_sc_hd__buf_4
   * - GR Overflow Total
     - 0
   * - Final GP Congestion
     - about 1.2
   * - Tot Pwr
     - roughly 4.4 mW
   * - Number of port buffers
     - about 280
   * - Post-CTS setup buffer count
     - 0
   * - Final-report hold violation count
     - 0
   * - Synth Seq Share
     - 0%
   * - Summed instance area of the synthesized netlist
     - approximately 18000 µm²
   * - Run status
     - completed
   * - Setup Total Neg Slack
     - 0 ps
   * - Global-route wire length before repair
     - 162000 µm
   * - Die width
     - 213 µm
   * - Setup repair after global routing missed its margin
     - false
   * - Number of global-route vias before repair
     - between 20000 and 25000
   * - Crit path capture type
     - primary output
   * - Area after detailed placement
     - 21800 µm²
   * - Leakage power figure
     - approximately 9 nW
## final cells by class
cell class,instances,area (µm²)
Fill cell,4193,21700
Multi-Input combinational cell,2207,16400
Timing Repair Buffer,393,3640
Inverter,264,991
Tap cell,585,732
Antenna cell,4,10.0
## critical path: cells and delay by family
kind / cells / cell delay (ps)
simple gates: 24 / 6270
compound gates: 18 / 5170
buf+inv: 12 / 4080
fa+ha+maj: 4 / 2230
mux: 4 / 880
## cell usage in the layout (no fill, tap or decap), drive strengths merged, types with 35 or more instances in the layout
cell type	count
nand3	73
nand4	92
nor4	50
a21o	38
xnor2	292
nor2	180
inv	259
clkdlybuf4s50	275
a21oi	237
buf	118
xor2	86
nor3	72
o22ai	35
nand2	123
mux2i	126
o21ai	128
ha	227
## cell usage after synthesis (14+ instances only)
cell type / n / share of area [%]
sky130_fd_sc_hd__xor2_1: 86 / 4.2
sky130_fd_sc_hd__a211oi_1: 20 / 0.84
sky130_fd_sc_hd__o211ai_1: 23 / 0.97
sky130_fd_sc_hd__or4_1: 16 / 0.67
sky130_fd_sc_hd__ha_1: 227 / 16
sky130_fd_sc_hd__nor4_1: 46 / 1.6
sky130_fd_sc_hd__buf_1: 27 / 0.57
sky130_fd_sc_hd__a32oi_1: 23 / 1.1
sky130_fd_sc_hd__mux2i_1: 124 / 7.0
sky130_fd_sc_hd__buf_2: 16 / 0.45
sky130_fd_sc_hd__nand3_1: 73 / 2.1
sky130_fd_sc_hd__nand2b_1: 25 / 0.88
sky130_fd_sc_hd__inv_1: 259 / 5.5
sky130_fd_sc_hd__a21oi_1: 234 / 6.6
sky130_fd_sc_hd__nor2b_1: 20 / 0.70
sky130_fd_sc_hd__a31oi_1: 21 / 0.74
sky130_fd_sc_hd__nand2_1: 123 / 2.6
sky130_fd_sc_hd__a22oi_1: 19 / 0.80
sky130_fd_sc_hd__o21ai_0: 105 / 3.0
sky130_fd_sc_hd__o2111ai_1: 16 / 0.79
sky130_fd_sc_hd__xnor2_1: 292 / 14
sky130_fd_sc_hd__clkbuf_1: 76 / 1.6
sky130_fd_sc_hd__nor2_1: 179 / 3.8
sky130_fd_sc_hd__nor3_1: 72 / 2.0
sky130_fd_sc_hd__o21a_1: 17 / 0.72
sky130_fd_sc_hd__nand4_1: 91 / 3.2
sky130_fd_sc_hd__o21ai_1: 22 / 0.62
sky130_fd_sc_hd__a21o_1: 38 / 1.6
sky130_fd_sc_hd__o221ai_1: 14 / 0.69
sky130_fd_sc_hd__o22ai_1: 35 / 1.2
sky130_fd_sc_hd__mux2_2: 22 / 1.4
## metal layers
metal / routed length, µm / up-vias
li1: - / 10100
met1: 44400 / 11000
met2: 43600 / 2044
met3: 21300 / 516
met4: 9280 / 6
met5: 414 / -
## through the flow
step                      setup WS, ps  hold slack (ps)
after floorplan                   9640            15340
after global placement            5680            16340
after detailed placement          5350            16340
after CTS                         5280            16340
after global routing              3860            16380
final                             4270            16330
## power groups by stage
| stage | sequential [mW] | clock (mW) | combinational, mW |
|---|---|---|---|
| after CTS | 0 | 0 | 4.07 |
| after global routing | 0 | 0 | 4.42 |
## path summary, 6_finish.rpt
| kind | from | end | slack, ps | cells after the start |
|---|---|---|---|---|
| min | mlp_done | hex_in[2] | 16330 | 3 |
| max | data_5[26] | hex_in[1] | 4270 | 62 |
## cell families (layout without fill, tap and decap cells)
logic type | count (synthesis) | count (layout) | synth area share (%)
AND-OR/OR-AND | 729 | 729 | 27.3
XOR/XNOR | 378 | 378 | 18.6
adder cells (fa/ha/maj) | 234 | 234 | 16.3
buffers and inverters | 388 | 657 | 8.42
multiplexers | 151 | 151 | 8.90
other | 0 | 4 | 0
AND/OR/NAND/NOR | 715 | 715 | 20.5
Power figures rest on the tool's default switching activity, not on a simulated workload.
