==> flow/design.v <==
module mlp_m10k_interface
( input rst, 
  input clk,
  input [$clog2(75)-1:0] read_addr_in,
  input [26:0] data_m10k0,
  input [26:0] data_m10k1,
  input [26:0] data_m10k2,
  output logic [$clog2(25)-1:0]read_addr_out,
  output [26:0] data_forward
);
logic [1:0] mem_sel_pipe_1,mem_sel_pipe_2;
logic [1:0] mem_sel_in;
always_comb begin 
   if(read_addr_in < 25) begin
       mem_sel_in = 2'b00;
       read_addr_out = read_addr_in; 
   end
   else if(read_addr_in < 50) begin
 	mem_sel_in =2'b01;
	read_addr_out = read_addr_in - 25; 
   end
   else begin
 	mem_sel_in = 2'b11;
	read_addr_out = read_addr_in - 50; 
   end
end
always_ff@(posedge clk) begin
   if(rst) begin
	mem_sel_pipe_1 <= 'd0;
	mem_sel_pipe_2 <= 'd0;
   end
   else begin
	mem_sel_pipe_1 <= mem_sel_in;
	mem_sel_pipe_2 <= mem_sel_pipe_1;
   end
end
assign data_forward = ( mem_sel_pipe_2 == 2'b00 ) ? data_m10k0 : (mem_sel_pipe_2 == 2'b01 ? data_m10k1 : data_m10k2);
endmodule
==> flow/run.sh <==
#!/bin/bash
# OpenROAD 26Q1-2900-gdf79404cd8, Yosys 0.63+post, stock flow scripts
make -C /OpenROAD-flow-scripts/flow DESIGN_CONFIG=/design/flow/config.mk WORK_HOME=/design/flow/orfs finish
==> flow/config.mk <==
export PLATFORM = sky130hd
export DESIGN_NAME = mlp_m10k_interface
export DESIGN_NICKNAME = mlp_m10k_interface
export VERILOG_FILES = /design/flow/design.v
export SDC_FILE = /design/flow/constraint.sdc
export NUM_CORES = 4
export LEC_CHECK = 1
export CORE_AREA = 10 10 71 71
export DIE_AREA = 0 0 81 81
==> flow/constraint.sdc <==
current_design mlp_m10k_interface

set clk_period 4.3
set clk_io_pct 0.2

create_clock -name clk0 -period $clk_period [get_ports {clk}]

set non_clock_inputs [all_inputs -no_clocks]
set_input_delay [expr $clk_period * $clk_io_pct] -clock clk0 $non_clock_inputs
set_output_delay [expr $clk_period * $clk_io_pct] -clock clk0 [all_outputs]
==> job_summary.md <==
## PnR job results

| Metric | Value |
|---|---|
| Status | `complete, no violations` |
| Number of max-cap violations | `0` |
| Die H | `roughly 81 um` |
| Mapped Avg Cell Area | `~6.8 um^2` |
| Pleak | `a little over 0.8 nW` |
| Yosys top cell by area | `mux2i_1` |
| AND-OR/OR-AND Cells, Area Fraction | `0.269` |
| Resize count post-CTS | `0` |
| Largest net degree at the start of global routing | `33` |
| DP Cell Count | `between 200 and 300` |
| Critical path type | `primary input to primary output` |
| Reg clk slew, reported paths | `about 0.030 ns` |
| Postcts setup bufs | `0` |
| Top cells, area | `mux2i_1 31%, nand2_1 12%, dfxtp_1 8.4%` |
| CTS root buf | `clkbuf_8` |
| Simple-Gate Area Share | `0.209` |
| Crit-path max FO | `5` |
| FMAX | `0.249 GHz` |
| Post-Syn Area | `between 900 and 1000 um^2` |
| Synthesized-area fraction occupied by adder cells | `0.0392` |
| Pwr Total | `around 0.33 mW` |
| Post-synth EDFFs | `0` |
| 1st-iter DRT viols | `52` |
| Mux cell area share after synthesis | `0.313` |
| Yosys stat cell total | `~140` |
| Synthesized flop and latch total | `4` |
| Final Util | `0.614` |
| # IOs | `approximately 120` |
| Residual DRC | `0` |
| Top-area cell share | `0.313` |
| Worst min-delay path class | `flop to flop` |
| Antenna violations before repair | `0` |
| Antenna diode count | `0` |
| Synth Seq Share | `0.0836` |
| Crit path DAT | `~3.2 ns` |
| Yosys chip area | `between 900 and 1000 um^2` |
| Core Footprint | `between 3000 and 4000 um^2` |
| Relative slew slack | `0.576` |
| CTS tree | `done` |
| FP Util | `0.264` |
| Comb area leader | `multiplexers` |
| Global-route wire length before repair | `7070 um` |
| Post-DP HPWL | `4320 um` |
| Hold_ws | `about 0.43 ns` |
| Most common reg cell | `dfxtp_1` |
| RSZ-0062 raised after global routing | `false` |
| Hold_buf cts | `0` |
| Syn. warnings | `1` |
| Cycle use final | `0.936` |
| Number of port buffers | `121` |
| FFs w/ async S/R, synth | `0` |
| Post-route setup TNS | `0 ns` |
| Required time of the critical path | `around 3.4 ns` |
| Chip area | `6560 um^2` |
| Worst setup EP type | `primary output` |
| Clock Skews | `around 0.000042 ns` |
| H-Tree Depth | `1` |
| Routed WL per cell | `about 17 um` |
| Setup violators final | `0` |
| XOR/XNOR Area Share | `0.0183` |
| Gr ovfl total | `0` |
| Drt via density | `approximately 4.7` |
| Total Routed Length | `approximately 5000 um` |
| Sink Count | `4` |
| Routed Antenna Nets | `0` |
| Non-Filler Instances | `slightly above 300` |
| Post-route minimum period | `slightly above 4 ns` |
| Layout cells sized above 1 | `0.0394` |
| OpenROAD warnings | `27` |
| Row Count | `22` |
| Worst skew pair latency | `roughly 0.22 ns` |
| TritonCTS Buffers | `3` |
| Fin. Hold Viols | `0` |
| Max clock buf depth | `2` |
| P&R area growth vs syn | `133%` |
| Worst-Margin Slew | `0.635 ns` |
| Setup crit start kind | `primary input` |
| Cell Type Count | `31` |
| Total GRT Usage | `0.134` |
| Cells after synthesis | `141` |
| First-pass DRT Iterations | `4` |
| Chip Width | `about 80 um` |
| PD cells | `approximately 150 nW/um^2` |
| Vias | `roughly 1,400` |
| Gpl congestion | `0.891` |
| Vias in the first global route | `1,230` |
| Slew Viols, Final | `0` |
| Peak supply drop | `between 0.1 and 0.15 mV` |
## cell families after synthesis
kind of cell,Yosys count
AND-OR/OR-AND,41
flip-flops,4
multiplexers,30
buffers and inverters,16
adder cells (fa/ha/maj),3
XOR/XNOR,2
AND/OR/NAND/NOR,45
## flip-flops by register name, indices dropped and copies added (netlist names)
register,flops
mem_sel_pipe_2,2
mem_sel_pipe_1,2
## final cells by class
class                      count  area (um^2)
sequential                     4         80.1
timing repair buffer         123         1230
fill                         284         1400
inverter                       3         11.3
tap                           48         60.1
multi-input combinational    121          813
clock buffer                   3         41.3
## layout by cell type, fill, tap and decap left out, drive strengths merged, types with 2 or more instances in the layout
cell / synthesis / routed
nand3: 2 / 2
a21oi: 2 / 2
clkdlybuf4s50: 0 / 121
mux2i: 30 / 30
nor3: 3 / 3
clkbuf: 9 / 3
a31oi: 2 / 2
nand2b: 2 / 2
o21ai: 28 / 28
dfxtp: 4 / 4
buf: 4 / 2
nand2: 31 / 31
nor2b: 2 / 2
ha: 3 / 3
nor2: 3 / 3
inv: 3 / 3
## report_power, final
group | leakage (nW) | switching [mW] | internal, mW
combinational | 0.765 | 0.0589 | 0.155
clock | 0.0216 | 0.0186 | 0.0596
sequential | 0.0333 | 0.00263 | 0.0397
total | 0.819 | 0.0801 | 0.254
## path summary, 6_finish.rpt
path	startpoint	endpoint	slack, ns	cells after the start
worst max register to register	mem_sel_pipe_1[0]	mem_sel_pipe_2[0]	3.79	1
worst min-delay path	mem_sel_pipe_1[1]	mem_sel_pipe_2[1]	0.43	1
worst min register to register	mem_sel_pipe_1[1]	mem_sel_pipe_2[1]	0.43	1
worst max-delay path	read_addr_in[1]	read_addr_out[2]	0.28	8
## cell usage after synthesis (all sizes together) (2+ instances only)
cell / count
nand2: 31
nand3: 2
ha: 3
o21ai: 28
nor2: 3
nand2b: 2
inv: 3
nor2b: 2
buf: 4
nor3: 3
clkbuf: 9
a31oi: 2
dfxtp: 4
mux2i: 30
a21oi: 2
## per-stage QoR
stage	cell area, um^2	worst slack [ns]
after floorplan	958	1.36
after global routing	2230	0.114
after global placement	2190	0.304
after detailed placement	2190	0.273
after CTS	2230	0.266
final	2230	0.276
## critical path, stage by stage
cell and delay [ns]:
clkdlybuf4s50_1 0.46, inv_1 0.16, ha_1 0.31, a21bo_4 0.28, a311o_1 0.39, o21ai_1 0.09
a22o_1 0.13, clkdlybuf4s50_1 0.46
## layer usage
| metal | vias to the layer above | wire length (um) | global-route usage |
|---|---|---|---|
| li1 | 733 | - | - |
| met1 | 591 | 2230 | 0.182 |
| met2 | 88 | 2040 | 0.197 |
| met3 | 5 | 691 | 0.0579 |
| met4 | 0 | 62 | 0.0173 |
| met5 | - | 0 | 0 |
Power figures rest on the tool's default switching activity, not on a simulated workload.
