`flow/run.sh`:
```
#!/bin/bash
# OpenROAD 26Q1-2900-gdf79404cd8, Yosys 0.63+post, stock flow scripts
make -C /OpenROAD-flow-scripts/flow DESIGN_CONFIG=/design/flow/config.mk WORK_HOME=/design/flow/orfs finish
```
`flow/config.mk`:
```
export PLATFORM = sky130hd
export DESIGN_NAME = M10K
export DESIGN_NICKNAME = M10K
export VERILOG_FILES = /design/flow/design.v
export SDC_FILE = /design/flow/constraint.sdc
export NUM_CORES = 4
export LEC_CHECK = 1
export CORE_UTILIZATION = 50
```
`flow/constraint.sdc`:
```
current_design M10K

set clk_period 6.9
set clk_io_pct 0.2

create_clock -name clk0 -period $clk_period [get_ports {clk}]

set non_clock_inputs [all_inputs -no_clocks]
set_input_delay [expr $clk_period * $clk_io_pct] -clock clk0 $non_clock_inputs
set_output_delay [expr $clk_period * $clk_io_pct] -clock clk0 [all_outputs]
```
`flow/design.v`:
```
module M10K#(
    parameter ITE_NUM = 100,
    parameter DATA_WIDTH = 10,
    parameter ADDR_WIDTH = 10
)
(
    output reg [DATA_WIDTH - 1:0] q,
    input [DATA_WIDTH - 1:0] d,
    input [ADDR_WIDTH - 1:0] write_address, read_address,
    input we, clk
);
    reg [DATA_WIDTH-1:0] mem [ITE_NUM-1:0]   ;
	 reg [DATA_WIDTH - 1:0] out_q;
    always @ (posedge clk) begin
        if (we) begin
            mem[write_address] <= d;
		  end
        out_q <= mem[read_address];  
		q <= out_q;
	 end
endmodule
```
==> Changelog: implementation <==
### Changed

* WP buf/inv at 2
* FF-to-FF path depth at 5
* Mean post-synth cell area at ~22 um^2
* Largest net degree at the start of global routing at between 70 and 80
* Via Count at between 15000 and 20000
* Critical path peak fanout at ~50
* Clock Power Share at 41.8%
* DRT iter0 DRCs at 1070
* Clock slew at reported path FFs at roughly 60 ps
* Sequential Power Share at between 50% and 60%
* Largest stage delay, worst path at around 670 ps
* Die height at approximately 280 um
* Ys flops at 1020
* Setup TNS at 0 ps
* Fin. Hold Viols at 0
* TritonCTS clock tree: built
* P_leak at around 0.014 uW
* Status: finished clean
* R2R Path Start: mem[31][2]
* Worst Hold Class: flip-flop to flip-flop
* # fillers at about 5500
* Synth Cell Area at approximately 0.039 mm^2
* Dominant flop cell: edfxtp_1
* Crit path DAT at about 4300 ps
* Initial antenna violation count at 0
* Late-Pin Clk Latency at approximately 660 ps
* Setup Fix Bufs, Post-CTS at 0
* Port bufs at 35
* Dpl cell area at 0.0413 mm^2
* Top cell by count, worst path: o22ai_1
* Antenna Nets Post-Route at 0
* VDD IR max at between 200 and 250 uV
* Post-synthesis cell count at 1738
* RSZ-0062 raised after global routing: false
* Max-Cap Viols at 0
* Top cells, area: edfxtp_1, mux4_2, dfxtp_1
* Warnings, synthesis at 1
* Seq/Total Area, Yosys at between 70 and 80%
* Worst-case clock buffer depth at 3
* Tool Warnings at 32
* Initial Util at slightly above 50%
* Global-route wire length before repair at roughly 130000 um
* Slew margin rel. at between 40% and 50%
* Switch share at 20.5%
* Hold_sp: out_q[1]
* Max-area cell share at roughly three quarters
* Die x size at between 200 and 300 um
* Gr usage total at 26.4%
* R2r setup slk at about 4600 ps
* Delay-heaviest family, CP: AND-OR/OR-AND gates
* GRT overflow at 0
* CTS Hold Buffers Added at 0
* Power density cells at between 200 and 300 mW/mm^2
* Combinational Area at just over 0.008 mm^2
* Comb pwr share at around 4.8%
* Count of library flops with an enable pin at approximately 1000
* Htree depth at 3
* Final setup fails at 0
* CP Launch Type: primary input
* Number of remaining DRC errors at 0
* Clock Sink Count at between 1000 and 1500
* Clk root buf: clkbuf_16
* Tot Pwr at roughly 13000 uW
* Worst Hold Depth at 0
* Critical R2R Capture: out_q[2]
* Share of cells above drive strength 1 at around 29%
* Synth async-reset ratio at 0%
* Core area at approximately 0.077 mm^2
* Final instance area at ~0.045 mm^2
* CP max-delay cell: buf_4
* Initial DRT Pass Iterations at 5
* P_sw at 2640 uW
* Cycle use final at around 55%
* Yosys top cell by area: edfxtp_1
* Most numerous logic cell after layout: edfxtp_1
* Power Internal at 10200 uW
* WHS Endpoint: q[1]
* Slew @ Worst Pin at 890 ps
* Resized cells post-CTS at 0
* Max Slew Vio Count at 0
* Num rows at approximately 100
* Final wirelength at about 89000 um
* Vias per cell at about 6
* CTS Buf Count at between 100 and 150
* Yosys chip area at a little under 0.04 mm^2
* Unique cell types at 42
* Storage element area at ~0.030 mm^2
* Boundary Pins at around 42
* Fin crit period at approximately 3800 ps
* Worst setup EP type: flip-flop
* Yosys stat cell total at ~1700
* Area growth syn-to-layout at 14.1%
* Routed WL per cell at between 20 and 30 um
* Dpl hpwl at approximately 52000 um
* Vias in the first global route at slightly above 20000
* WP data required at 7400 ps
* CP Cell Sequence: clkbuf_8, buf_4, or3b_2, o22ai_1, a211oi_1, a22oi_1, o22ai_1
* Max Clk Rate at around 0.26 GHz
* RePlAce Congestion at 0.866
* Setup CP Type: primary input to flip-flop
* Clock Skew at 22.7 ps
* Area of the die at approximately 0.079 mm^2
* Most common logic cells in the final layout: edfxtp_1, mux4_2, buf_4, clkbuf_16, nor2_1
## final cells by class
type	count	share of cell area, %
Tap cell	1040	2.92
Sequential cell	1020	68.3
Antenna cell	1	0.00562
Inverter	3	0.0253
Clock inverter	54	1.03
Timing Repair Buffer	176	3.23
Clock buffer	136	6.32
Multi-Input combinational cell	621	18.2
## per-stage QoR
stage / hold WS, ps / setup slack [ps] / utilization [%] / instances
after floorplan: 310 / 3620 / - / 1738
after global placement: 342 / 2490 / 53.4 / 2860
after detailed placement: 342 / 2490 / 53.4 / 2860
after CTS: 361 / 3190 / 57.6 / 3050
after global routing: 367 / 2930 / 57.6 / 3050
final: 364 / 3080 / 57.6 / 3051
## Yosys cell counts, types with 5 or more instances
library cell  number
edfxtp_1        1000
mux4_2           267
nor2_1           105
clkbuf_1          46
a22oi_1           38
nand2_1           34
mux2i_1           29
o22ai_1           23
buf_4             21
buf_2             20
dfxtp_1           20
a21oi_1           19
nor2b_1           15
a211oi_1          13
nand3_1           11
buf_6              6
nand2b_1           6
nand3b_1           5
or3b_2             5
## worst max-delay path by stage
| stage | cells after the start | from | slack [ps] | to |
|---|---|---|---|---|
| after CTS | 7 | read_address[0] | 3190 | out_q[6] |
| after global routing | 7 | read_address[0] | 2930 | out_q[2] |
| final | 7 | read_address[2] | 3080 | out_q[2] |
## logic make-up after synthesis
kind of cell / after synthesis / share of synthesized area (%)
and+or+nand+nor: 199 / 2.30
DFF: 1020 / 78.0
buffers and inverters: 97 / 1.31
muxes: 296 / 16.1
AOI/OAI and AO/OA: 126 / 2.28
## state kept, by name (all words and copies together), names as in the netlist
signal	count
q	10
mem	1000
out_q	10
## power groups by stage
| stage | sequential (uW) | combinational (uW) | clock, uW |
|---|---|---|---|
| CTS | 6850 | 623 | 5470 |
| finish | 6850 | 613 | 5360 |
| global route | 6850 | 660 | 5700 |
## metal layers
metal  wire length, um  share of wire, %  up-vias  global-route usage, %
met1             29900                34     9367                   37.2
met4              2390               2.7        2                   5.41
met2             43200                49     1060                   38.4
li1                  -                 -     7762                      -
met3             13400                15      137                   17.0
met5                68             0.077        -                   1.28
## worst register-to-register path: cells and delay by family (launching register included)
kind,cells,cell delay [ps]
muxes,2,810
DFF,1,360
AOI/OAI and AO/OA,3,960
Power is estimated from default activity; no workload was simulated.
